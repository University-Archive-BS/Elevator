--- design/flow/config.mk ---
export PLATFORM = sky130hd
export DESIGN_NAME = movement
export DESIGN_NICKNAME = movement
export VERILOG_FILES = /design/flow/design.v
export SDC_FILE = /design/flow/constraint.sdc
export NUM_CORES = 4
export LEC_CHECK = 1
export CORE_AREA = 10 10 70 70
export DIE_AREA = 0 0 80 80
--- design/flow/run.sh ---
#!/bin/bash
# OpenROAD 26Q1-2900-gdf79404cd8, Yosys 0.63+post, stock flow scripts
make -C /OpenROAD-flow-scripts/flow DESIGN_CONFIG=/design/flow/config.mk WORK_HOME=/design/flow/orfs finish
--- design/flow/constraint.sdc ---
current_design movement

set clk_period 1.7
set clk_io_pct 0.2

create_clock -name clk0 -period $clk_period [get_ports {CLK}]

set non_clock_inputs [all_inputs -no_clocks]
set_input_delay [expr $clk_period * $clk_io_pct] -clock clk0 $non_clock_inputs
set_output_delay [expr $clk_period * $clk_io_pct] -clock clk0 [all_outputs]
--- design/flow/design.v ---
`timescale 1ns / 1ps
module movement(engine, doors, CLK, RST, interior_panel, exterior_panel, logged_in);
	input CLK, RST;	 
	input logged_in;
	input [2:0] interior_panel;  
	input [2:0] exterior_panel;  
	reg [2:0] requests = 0;  
	reg [5:0] present_state = 0, next_state = 0;
	reg direction = 1;  
	output reg [1:0] engine = 2'b00;  
	output reg [2:0] doors;  
	parameter [5:0] S0 = 6'b000000,  
						 S1 = 6'b000001,  
						 S2 = 6'b000010,  
						 S3 = 6'b000011,  
						 S4 = 6'b000100;  
	always @ (posedge CLK or posedge RST)
		if (RST)
			present_state <= S0;
		else
		begin
			if (logged_in)
				present_state <= next_state;
		end
	always @ (present_state or RST or interior_panel or exterior_panel or direction or engine or doors or next_state or requests)
	begin
		if (interior_panel[0] || exterior_panel[0])
			requests[0] = 1;
		else if (interior_panel[1] || exterior_panel[1])
			requests[1] = 1;
		else if (interior_panel[2] || exterior_panel[2])
			requests[2] = 1;
		else
		begin
			case (present_state)
				S0:
				begin 
					doors = 3'b001;
					requests[0] = 0;	
					if (requests[1] == 1 || requests[2] == 1)
						next_state <= S1;
					else
						engine = 2'b00;
				end
				S1: 
				begin
					doors = 3'b000;
					direction = 1;
					engine = 2'b10;
					if (requests[1] == 1)
						next_state <= S2;			
					else if (requests[2] == 1)
						next_state <= S4;
				end
				S2:
				begin 
					doors = 3'b010;
					requests[1] = 0;
					if (direction == 1)
						if (requests[2] == 1)
							next_state <= S4;
						else if (requests[0] == 1)
							next_state <= S3;
						else
							engine = 2'b00;	
					else
						if (requests[0] == 1)
							next_state <= S0;
						else if (requests[2] == 1)
							next_state <= S1;
						else
							engine = 2'b00;	
				end
				S3:
				begin
					doors = 3'b000;
					direction = 0;
					engine = 2'b11;
					if (requests[1] == 1)
						next_state <= S2;			
					else
						next_state <= S0;
				end
				S4:
				begin
					doors = 3'b100;
					requests[2] = 0;
					if (requests[1] == 1 || requests[0] == 1)
						next_state <= S3;
					else
						engine = 2'b00;
				end	
			endcase
		end
	end
endmodule
==> results.ini <==
[finish]
layout_top_cell = clkdlybuf4s50_1
final_cell_mix = 13 x clkdlybuf4s50_1, 12 x dlxtn_1, 7 x nand2_1, 5 x nor2_1
seq_area_um2 = 255
fill_cells = 389
synthToLayoutAreaGrowth_pct = 32.0
drive_above_1_share_pct = 11.1
design_area_um2 = 774
logic_area_um2 = 290
final_cells = 127

[floorplan]
std_cell_rows = 21
io_pins = 14
die_x_um = 80
core_area_mm2 = 0.00342
die_y_um = 80
dieArea_mm2 = 0.00640
fp_util_pct = 17.2

[worst_setup_path]
crit_chain = clkdlybuf4s50_1, mux2_2
start_kind = input pin
critical_path_peak_fanout = 4
reg2reg_from = present_state[0]$_DFFE_PP0P_
required_ps = 1810
crit_buf_inv = 1
rr_endpoint = present_state[0]$_DFFE_PP0P_
slowest_stage = clkdlybuf4s50_1
rr_worst_depth = 2
arrival_ps = 1230
cpLargestDelayFamily = buffers and inverters
critical_path_class = in2reg
slowest_delay_ps = 540
ff2ff_setup_slack_ps = 730
worstSetupEndpointType = flop

[global_routing]
grt_max_degree = 15
grt_pass1_vias = 473
grtUsageTotal_pct = 3.80
grt_antenna_before_repair = 0
grt_pass1_wl_um = 2030
overflow = 0

[synth]
synth-simple-area-share_pct = 32.2
netlist_logic_family_top = simple AND/OR/NAND/NOR gates
synth_warnings = 1
syn_avg_cell_area_um2 = 8.63
synth_area_leader_cell = dlxtn_1
synth_top_area_share_pct = 30.7
synthAoiAreaFrac_pct = 11.5
ys_ff = 15
yosysChipArea_um2 = 587
ys_sh_xor_pct = 0
netlist_instances = 68
ys_sh_adder_pct = 0
synth.area.top_cells = dlxtn_1 31%, dfrtp_1 13%, mux2_2 5.8%
mux_share_pct = 5.76
syn_area_um2 = 587
yosys_cells = 68
yosysUniqueCellTypes = 26

[power_and_ir_drop]
p_switching_uw = 319
leakage_uw = 0.000301
vdd_drop_max_v = 0.000362
p_seq_share_pct = 44.7
combPwrFrac_pct = 41.7
internal_power_uw = 605
power.density_mw_per_mm2 = 1190
switching_share_pct = 34.5
pwr-share-clk_pct = 13.6

[timing]
hold_violations = 0
period_used_pct = 65.5
report.final.setup_viol = 0
holdWs_ps = 280
unclocked_pins = 12
fin_tns_setup_ps = 0
rsz0062_at_grt = false
timing.final.max_slew_violations = 0
worstMarginPinSlew_ps = 428
fin_skew_ps = 0
untimed_endpoints = 17
maxSlewHeadroom_pct = 71.4
max_freq_ghz = 0.898
fin_crit_ps = 1110

[routing]
dr.pass1.iters = 4
wl_um = 1190
drcViolationCount = 0
wl_per_cell_um = 9.38
antenna-diode-count = 0
first_iter_violations = 14
ant_nets = 0
num_vias = 491
via_per_inst = 3.87

[cts]
htreeDepth = 1
cts-hold-fix-buffers = 0
cts-root-buf = clkbuf_4
cts_tree = done
cts_resized = 0
cts_buffers = 3
clk_pin_slew_ps = 40
insertion_delay_ps = 230
clock_path_buffers = 2
cts_setup_buffers = 0

[placement]
portBuffers = 13
gp_congestion = 0.820
dp_cells = 123
placed_area_um2 = 748
dp_hpwl_um = 957

[job]
openroad.warnings = 25
maxCapViolations = 0

[outcome]
status = completed

[min_path]
hp-class = in2async

==> cell usage after synthesis <==
master   count
nor3b_4      1
dfrtp_1      3
and2b_1      1
o21a_1       1
o21ai_0      2
or2_1        2
dlxtn_1     12
o21ai_1      4
inv_1        4
nor3_2       1
buf_6        1
mux2_2       3
or3_1        2
o31a_1       1
a21oi_1      3
nor2_1       5
nand2_1      7
and2_1       1
a31oi_1      1
nor3b_2      1
nand4_1      2
nor3b_1      4
or3b_1       1
or2_0        1
nor2b_1      1
buf_2        3
==> layer usage <==
layer	share of wire (%)	global-route usage [%]
met3	7.2	2.27
met2	40	5.14
met1	52	5.24
met5	0	0
met4	0.50	0.352
==> cell families after synthesis <==
logic type,after synthesis
compound gates,12
buf+inv,8
flops,3
latches,12
mux,3
simple gates,30
==> cell type report <==
type / instances / area share [%]
well taps: 46 / 7.43
inverters: 4 / 1.94
multi-input cells: 45 / 37.5
clock buffers: 4 / 3.39
repair buffers: 13 / 16.8
flip-flops and latches: 15 / 33.0
==> flip-flops by register name, indices dropped and copies added (netlist names) <==
| register | cells |
|---|---|
| next_state | 3 |
| doors | 3 |
| engine | 2 |
| present_state | 3 |
| direction | 1 |
| requests | 3 |
==> how the worst max path moves through the flow <==
stage	end	cells after the start	from
4_1_cts	present_state[2]$_DFFE_PP0P_	2	logged_in
5_1_grt	present_state[2]$_DFFE_PP0P_	2	logged_in
6_report	present_state[2]$_DFFE_PP0P_	2	logged_in
==> stage by stage <==
stage / setup WS (ps) / power, uW / util, %
6_report: 586 / 923 / 22.7
5_1_grt: 571 / 1010 / 22.7
4_1_cts: 602 / 941 / 22.7
3_5_place_dp: 354 / 799 / 21.9
3_3_place_gp: 372 / 806 / 21.9
2_1_floorplan: 758 / 632 / -
==> power by group through the flow <==
stage	logic, uW	registers [uW]	clock network (uW)
CTS	394	413	133
finish	385	413	126
global route	432	440	136
Power figures rest on the tool's default switching activity, not on a simulated workload.
